File: flow/run.sh
#!/bin/bash
# OpenROAD 26Q1-2900-gdf79404cd8, Yosys 0.63+post, stock flow scripts
make -C /OpenROAD-flow-scripts/flow DESIGN_CONFIG=/design/flow/config.mk WORK_HOME=/design/flow/orfs finish
File: flow/config.mk
export PLATFORM = sky130hd
export DESIGN_NAME = TimeVerifier
export DESIGN_NICKNAME = TimeVerifier
export VERILOG_FILES = /design/flow/design.v
export SDC_FILE = /design/flow/constraint.sdc
export NUM_CORES = 4
export LEC_CHECK = 1
export CORE_AREA = 10 10 70 70
export DIE_AREA = 0 0 80 80
File: flow/constraint.sdc
current_design TimeVerifier

set clk_period 1.0
set clk_io_pct 0.2

create_clock -name clk0 -period $clk_period [get_ports {Clk}]

set non_clock_inputs [all_inputs -no_clocks]
set_input_delay [expr $clk_period * $clk_io_pct] -clock clk0 $non_clock_inputs
set_output_delay [expr $clk_period * $clk_io_pct] -clock clk0 [all_outputs]
File: flow/design.v
`timescale 1 ns/1 ns
module TimeVerifier(Clk, Rst, CStart, CEnd, ErrorRst, Error);
   input Clk, Rst;
   input CStart, CEnd, ErrorRst;
   output reg Error;
   parameter S_Wait = 0, 
             S_Cycle1 = 1, 
             S_Cycle2 = 2, 
             S_CycleEnd = 3, 
             S_Error = 4;
   reg [2:0] State, StateNext;
   always @(State, CStart, CEnd, ErrorRst) begin
      case (State) 
         S_Wait : begin
            Error <= 0;
            if (CStart == 1) begin
               StateNext <= S_Cycle1;
            end 
            else begin
               StateNext <= S_Wait;
            end
         end
         S_Cycle1 : begin
            Error <= 0;
            if (CEnd == 1) begin
               StateNext <= S_Error;
            end
            else begin 
               StateNext <= S_Cycle2;
            end
         end
         S_Cycle2 : begin
            Error <= 0;
            if (CEnd == 1) begin
               StateNext <= S_CycleEnd;
            end
            else begin
               StateNext <= S_Error;
            end
         end
         S_CycleEnd : begin
            Error <= 0;
            if (CEnd == 1) begin
               StateNext <= S_Error;
            end
            else begin
               StateNext <= S_Wait;
            end
         end
         S_Error : begin
             Error <= 1;
             if (ErrorRst == 1) begin
                StateNext <= S_Wait;
             end
             else begin
                StateNext <= S_Error;
             end
         end
      endcase
   end
   always @(posedge Clk) begin
      if (Rst == 1) begin
         State <= S_Wait;
      end
      else begin
         State <= StateNext;
      end 
   end
endmodule
==> GITHUB_STEP_SUMMARY <==
## Synthesis and layout report

| Metric | Value |
|---|---|
| CP max FO | 3 |
| Registers, synthesis | 7 |
| RePlAce Congestion | roughly 0.72 |
| CTS tree | yes |
| Internal | between 200 and 300 uW |
| Final hold slack | approximately 0.56 ns |
| TritonRoute pass-1 iters | 4 |
| Synthesis-to-finish area growth | 48.5% |
| H-tree depth | 1 |
| Initial antenna violation count | 0 |
| CP cell instances | clkdlybuf4s50_1, nor2b_1 |
| Status | completed |
| CP delay by family, top | buffers and inverters |
| Largest net degree at the start of global routing | 11 |
| Max_cap viols | 0 |
| Slowest cell delay on critical path | 0.50 ns |
| Critical Path RT | approximately 1.1 ns |
| Switching share of total power | 0.189 |
| Worst min-delay path class | input port to flop |
| ANT cells | 0 |
| DRT Wirelength | about 530 um |
| Mapped cell area | 253 um^2 |
| CTS clk-pin slew, worst paths | ~0.040 ns |
| DRC | 0 |
| CTS root buf | clkbuf_4 |
| First-pass GRT wire length | about 940 um |
| Synthesized instance count | 24 |
| Post-CTS setup buffers | 0 |
| Post-CTS sizing | 0 |
| Vias in the first global route | ~220 |
| Sequential share of power | 0.351 |
| P per Cell Area | 957 nW/um^2 |
| WS Path Type | input port to flop |
| Share of cells above drive strength 1 | 0.0938 |
| Tcrit/Tclk final | 0.646 |
| Sw power | about 68 uW |
| Mean Syn Cell Area | between 10 and 15 um^2 |
| Pins over their slew limit | 0 |
| Clock power share | 0.573 |
| Endpoints left unconstrained | 5 |
| Core box area | about 3400 um^2 |
| I/O Pins | 6 |
| WHS Endpoint | State[2] |
| Distinct lib cells used | 13 |
| Vias | between 200 and 250 |
| Register pins left without a clock | 4 |
| Row count | 21 |
| CP Buf/Inv Count | 1 |
| Dominant logic cell type in the layout | clkdlybuf4s50_1 |
| Slowest CP cell | clkdlybuf4s50_1 |
| Number of setup violations in the final report | 0 |
| DIE HEIGHT | about 80 um |
| Peak supply drop | between 200 and 300 uV |
| Top Layout Cells | clkdlybuf4s50_1, dlxtn_1 |
| Cell count of the worst hold path | 2 |
| PortBufs | 5 |
| Critical path endpoint category | flop |
| Synth warn | 1 |
| Yosys Chip Area | around 250 um^2 |
| Final hold violation count | 0 |
| DR WL/cell | just under 7 um |
| Yosys Instances | 24 |
| Fp_density | 0.0740 |
| Via-to-Cell Ratio | ~2.7 |
| DIE WIDTH | 80 um |
| Log Warnings | 25 |
| Crit path arrival time | about 0.76 ns |
| Routed Antenna Nets | 0 |
| Setup TNS | 0 ns |
| Gate power share | 0.077 |
| Max Clock Freq | 1550 MHz |
| GRT Overall Usage | 0.0174 |
| Tmin final | roughly 0.65 ns |
| Worst min-delay path startpoint | Rst |
| Clk buf depth | 2 |
| CTS Hold Buffers Added | 0 |
| Number of CTS-inserted buffers | 3 |
| Initial DRC Count | 20 |
| RSZ-0062 raised after global routing | false |
| Slew margin rel. | 0.823 |
| P_leak | 0.000128 uW |
| Slew @ Worst Pin | approximately 0.26 ns |
| Critical Path Source Type | input port |
| Die ar. | between 6000 and 7000 um^2 |
| Grt ovf | 0 |
[metrics by stage]
step | utilization | setup WS [ns] | power (uW) | cell area [um^2] | cells
2_1_floorplan | - | 0.664 | 136 | 253 | 24
3_3_place_gp | 0.102 | 0.144 | 155 | 349 | 74
3_5_place_dp | 0.102 | 0.121 | 155 | 349 | 74
4_1_cts | 0.110 | 0.362 | 368 | 375 | 78
5_1_grt | 0.110 | 0.336 | 377 | 375 | 78
6_report | 0.110 | 0.354 | 359 | 375 | 78
[power groups by stage]
stage | clock network [uW] | logic (uW) | registers (uW)
4_1_cts | 214 | 28.0 | 126
5_1_grt | 221 | 30.0 | 127
6_report | 206 | 27.6 | 126
[flip-flops by register name, summed over array words and instances (netlist names)]
register and flops:
StateNext 3, Error 1, State 3
[worst max path at each step]
stage	end	from	slack, ns	cells past startpoint
final	State[0]	Rst	0.35	2
after global routing	State[0]	Rst	0.34	2
after CTS	State[0]	Rst	0.36	2
[cell families after synthesis]
| logic type | after synthesis | synth area share |
|---|---|---|
| and+or+nand+nor | 13 | 0.401 |
| latches | 4 | 0.238 |
| AOI/OAI and AO/OA | 3 | 0.0792 |
| DFF | 3 | 0.238 |
| buffers and inverters | 1 | 0.0446 |
[Yosys cell counts]
cell type,instances,area [um^2]
o21a_1,1,7.51
nand3_1,2,10.0
dlxtn_1,4,60.1
nand3b_1,2,15.0
a21oi_1,1,5.00
or4bb_1,1,11.3
o211ai_1,1,7.51
nor3b_1,1,7.51
or4b_1,3,30.0
dfxtp_1,3,60.1
nor2b_1,3,18.8
or3b_1,1,8.76
buf_6,1,11.3
[area by class of cell]
class | count | area [um^2]
clock buffers | 4 | 26.3
flip-flops and latches | 7 | 120
multi-input cells | 16 | 121
well taps | 46 | 57.6
repair buffers | 5 | 50.0
fillers | 399 | 3040
[layer usage]
layer / global-route usage / wire [um] / vias up
met5: 0 / 0 / -
met4: 0.00704 / 0 / 0
met3: 0.00682 / 24 / 0
met2: 0.0233 / 238 / 5
met1: 0.0240 / 262 / 96
li1: - / - / 106
Power is estimated from default activity; no workload was simulated.
