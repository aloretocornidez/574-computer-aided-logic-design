**./design.v**
```verilog
`timescale 1ns / 1ps
module decoder(I, D);
    input [1:0] I;
    output reg [3:0] D;
    always @(I) begin
        if(I == 2'b00)
            D <= 4'b0001;
        else if(I == 2'b01)
            D <= 4'b0010;
        else if(I == 2'b10)
            D <= 4'b0100;
        else if(I == 2'b11)
            D <= 4'b1000;
    end
endmodule
module register4(I, Q, clk, rst);
    input [3:0] I;
    output reg [3:0] Q;
    input clk, rst;
    always @(posedge clk) begin
        if(rst == 1)  
            Q <= 4'b0000;
        else
            Q <= I;
    end
endmodule
module shiftreg(I, Q, clk, rst, din, dir);  
    input [3:0] I;
    output reg [3:0] Q;
    input clk, rst, dir, din;
    always @(posedge clk) begin
        if(rst == 1)
            Q <= 4'b0000; 
        else begin
            if(dir == 1)  
                Q <= {din, I[3:1]};  
            else
                Q <= {I[2:0], din};
        end
    end
endmodule
module adder4(A, B, S, cin, cout);
    input [3:0] A, B;
    input cin;
    output reg cout;
    output reg [3:0] S;
    reg [4:0] A5, B5, S5;
    always @(A, B, cin) begin
        A5 = {1'b0, A}; 
        B5 = {1'b0, B};  
        S5 = A5 + B5 + cin;
        S <= S5[3:0];  
        cout <= S5[4];
    end
endmodule
module comp4(A, B, gt, lt, eq);
    input [3:0] A;
    input signed [3:0] B;
    output reg gt, lt, eq;
    always @(A, B) begin
        if($signed({1'b0,A}) < B) begin  
            gt <= 0; lt <= 1; eq <= 0;
        end
        else if($signed({1'b0,A}) > B) begin
            gt <= 1; lt <= 0; eq <= 0;
        end
        else begin
            gt <= 0; lt <= 0; eq <= 1;
        end
    end
endmodule
```
**./constraint.sdc**
```tcl
current_design adder4

set clk_period 5.0
set clk_io_pct 0.2

create_clock -name clk0 -period $clk_period

set non_clock_inputs [all_inputs -no_clocks]
set_input_delay [expr $clk_period * $clk_io_pct] -clock clk0 $non_clock_inputs
set_output_delay [expr $clk_period * $clk_io_pct] -clock clk0 [all_outputs]
```
**./run.sh**
```bash
#!/bin/bash
# OpenROAD 26Q1-2900-gdf79404cd8, Yosys 0.63+post, stock flow scripts
make -C /OpenROAD-flow-scripts/flow DESIGN_CONFIG=/design/flow/config.mk WORK_HOME=/design/flow/orfs finish
```
**./config.mk**
```make
export PLATFORM = sky130hd
export DESIGN_NAME = adder4
export DESIGN_NICKNAME = adder4
export VERILOG_FILES = /design/flow/design.v
export SDC_FILE = /design/flow/constraint.sdc
export NUM_CORES = 4
export LEC_CHECK = 1
export CORE_AREA = 10 10 70 70
export DIE_AREA = 0 0 80 80
```
==> reports/qor.yml <==
outcome:
  status: "complete, no violations"
setup_path:
  endpoint_kind: "output pin"
  crit_type: "primary input to output pin"
  start_kind: "primary input"
  cp_slowest_cell: "clkdlybuf4s50_1"
  cpPeakStageDelay_ps: 460
  path_max_fanout: 2
  worst_ep_arrival_time_ps: 2880
  cp.required_ps: 4000
  crit_chain: "clkdlybuf4s50_1, fa_1, inv_1, fa_1, inv_1, clkdlybuf4s50_1"
global_route:
  grt_pass1_wl_microns: 731
  met1_usage_pct: 1.46
  grtUsageTotal_pct: 1.41
  grt_max_degree: 4
  top_usage_layer: "met2"
  antenna_found_initial: 0
  grt_overflow: 0
  use_met2_pct: 1.93
  grtUsageMet3_pct: 1.70
  grt_pass1_vias: 157
hold_path:
  hold_depth: 4
  worstHoldStart: "B[3]"
  min-delay-path-class: "primary input to output pin"
  worstHoldEndpoint: "S[3]"
power:
  p_leak_uw: 0.000135
  power_density_nw_per_um2: 99.8
  power.total_uw: 34.1
  vdd_drop_max_v: 0.0000106
drt:
  wl_per_cell_microns: 6.75
  drc: 0
  dr.pass1.iters: 2
  vias: 156
  diodes: 0
  drt-total-wl_microns: 513
  viasPerCell: 2.05
  postRouteAntennaNets: 0
  drt_iter0_drc: 2
timing:
  final.min_clock_period_ps: 3880
  slew_violations: 0
  slew_headroom_pct: 90.0
  setup_viol: 0
  timing.final.crit_share_pct: 77.6
  finalHoldViolCount: 0
  timing.setup.tns_ps: 0
  fmax_mhz: 258
  worstMarginPinSlew_ps: 149
  rsz0062_at_grt: "false"
cts:
  post_cts_resized: 0
  holdBufCountCts: 0
  post-cts-setup-buffers: 0
cells_and_area:
  drive_above_1_share_pct: 3.33
  syn_to_final_growth_pct: 137
  ff_count: 0
  clkbuf_count: 0
  flop_area_sq_um: 0
  nFillCells: 403
floorplanning:
  boundaryPins: 14
  initCoreUtil_pct: 4.21
  rows: 21
  die_x_microns: 80
  core-area_sq_um: 3420
  dieArea_sq_um: 6400
  fp.dieH_microns: 80
synthesis:
  simple_gate_share_pct: 8.70
  yosys.area.top_type_share_pct: 27.8
  yosysWarnings: 1
  synthMuxAreaShare_pct: 0
  top_cells_by_area: "fa_1, ha_1, xnor2_1"
  ys_area_sq_um: 144
  xor_area_share_pct: 12.2
  synth.distinct_cells: 9
  synth_cells: 16
  synth_area_sq_um: 144
  top_area_cell: "fa_1"
  yosys-stat-cells: 16
  ys_sh_adder_pct: 53.9
  synthAoiAreaFrac_pct: 14.8
  ys_seq_share_pct: 0
  syn_avg_cell_area_sq_um: 8.99
  topCombFamilyByArea: "adder cells"
flow_run:
  openroad.warnings: 35
  cap_viol_max_count: 0
placement:
  port_buffers: 14
  gp_congestion: 0.726
  hpwl_microns: 498
## routing by layer
metal / share of wire [%] / vias up / wire (microns)
met5: 0 / - / 0
met4: 0 / 0 / 0
met3: 32 / 0 / 162
met2: 31 / 12 / 160
met1: 37 / 66 / 190
li1: - / 78 / -
## where the power goes
part | internal (uW) | switching (uW) | leakage (uW) | total [uW]
registers | 0 | 0 | 0 | 0
logic | 24.4 | 9.69 | 0.000135 | 34.1
clock network | 0 | 0 | 0 | 0
## how the worst max path moves through the flow
stage | start | endpoint | slack [ps] | depth (start not counted)
CTS | A[0] | S[1] | 1100 | 6
global route | A[0] | cout | 1010 | 8
finish | A[0] | S[1] | 1120 | 6
## synthesized netlist by cell type
master / instances
inv_1: 4
nand2b_1: 1
ha_1: 3
xnor2_1: 2
a21oi_2: 1
fa_1: 2
a21o_1: 1
o21ai_0: 1
nor2b_1: 1
## critical path: cells and delay by family
kind	cells	cell delay [ps]
buf+inv	4	1030
fa+ha+maj	2	850
## area by class of cell
type | count | area [sq um] | share of cell area (%)
inverter | 4 | 15.0 | 4.40
timing repair buffer | 14 | 140 | 41.0
tap | 46 | 57.6 | 16.8
multi-input combinational | 12 | 129 | 37.7
## placed cells by master, fill, tap and decap left out
cell and count:
ha_1 3, a21o_1 1, a21oi_2 1, nand2b_1 1
fa_1 2, nor2b_1 1, inv_1 4, clkdlybuf4s50_1 14
o21ai_0 1, xnor2_1 2
## cell families (layout without fill, tap and decap cells)
family / after synthesis / after routing
adder cells (fa/ha/maj): 5 / 5
buffers and inverters: 4 / 18
AND-OR/OR-AND: 3 / 3
XOR/XNOR: 2 / 2
AND/OR/NAND/NOR: 2 / 2
## through the flow
stage / instances / setup WS, ps / instance area [sq um] / hold slack [ps] / util [%]
after floorplan: 16 / 2080 / 144 / 2100 / -
after global placement: 76 / 1130 / 342 / 3080 / 10.0
after detailed placement: 76 / 1100 / 342 / 3090 / 10.0
after CTS: 76 / 1100 / 342 / 3090 / 10.0
after global routing: 76 / 1010 / 342 / 3110 / 10.0
final: 76 / 1120 / 342 / 3080 / 10.0
No activity file was given, so power comes from the tool's default toggle rates.
