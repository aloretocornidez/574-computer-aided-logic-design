`flow/config.mk`:
```
export PLATFORM = sky130hd
export DESIGN_NAME = testRounder
export DESIGN_NICKNAME = testRounder
export VERILOG_FILES = /design/flow/design.v
export SDC_FILE = /design/flow/constraint.sdc
export NUM_CORES = 4
export LEC_CHECK = 1
export CORE_AREA = 10 10 70 70
export DIE_AREA = 0 0 80 80
```
`flow/constraint.sdc`:
```
current_design testRounder

set clk_period 2.7
set clk_io_pct 0.2

create_clock -name clk0 -period $clk_period

set non_clock_inputs [all_inputs -no_clocks]
set_input_delay [expr $clk_period * $clk_io_pct] -clock clk0 $non_clock_inputs
set_output_delay [expr $clk_period * $clk_io_pct] -clock clk0 [all_outputs]
```
`flow/design.v`:
```
`timescale 1ns / 1ps
module testRounder(x,y);
	input [15:0] x;
	output [15:0] y;
	ROUNDER #(.WIDTH(16)) ROUNDER_1(x, y);
endmodule
module ROUNDER #(parameter WIDTH = 8)(A, R); 
   input [WIDTH-1:0] A;
   output reg [WIDTH-1:0] R;
   always @(A) begin
      R <= A + A % 2;
   end
endmodule
```
`flow/run.sh`:
```
#!/bin/bash
# OpenROAD 26Q1-2900-gdf79404cd8, Yosys 0.63+post, stock flow scripts
make -C /OpenROAD-flow-scripts/flow DESIGN_CONFIG=/design/flow/config.mk WORK_HOME=/design/flow/orfs finish
```
==> impl_metrics.env <==
# physical design summary
export IMPL_die_height_um=80
export IMPL_path_cells="clkdlybuf4s50_1, nand4_1, buf_6, nor3_2, xnor2_1, clkdlybuf4s50_1"
export IMPL_slew_violations=0
export IMPL_hpwl_um=1170
export IMPL_synth_area_sq_um=300
export IMPL_antenna_left=0
export IMPL_fp_dieW_um=80
export IMPL_seq_cells=0
export IMPL_clkPwrFrac_pct=0
export IMPL_met3WireLength_um=151
export IMPL_power_total_mw=0.0920
export IMPL_postSynthAreaPerCell_sq_um=7.15
export IMPL_hold_viol=0
export IMPL_antenna_cells=0
export IMPL_grt_pass1_vias=442
export IMPL_holdWs_ns=1.52
export IMPL_ios=32
export IMPL_pwr_share_seq_pct=0
export IMPL_p_sw_share_pct=35.9
export IMPL_core_region_area_sq_mm=0.00342
export IMPL_first_pass_iters=2
export IMPL_period_used_pct=96.6
export IMPL_drt_first_iter_violations=3
export IMPL_clock_fmax_mhz=383
export IMPL_common_cells="10 x xor2_1, 5 x nand3_1, 4 x nor2_1, 4 x nor3_1, 4 x xnor2_1"
export IMPL_setup_worst_path_class="input pin to output port"
export IMPL_highest_layer="met3"
export IMPL_die_area_sq_mm=0.00640
export IMPL_worst_slack_ns=0.0921
export IMPL_topCellsByArea="xor2_1 29%, xnor2_1 12%, nand3_1 8.3%, nor4_2 8.3%, nand4_4 7.1%"
export IMPL_cpMostUsedCell="clkdlybuf4s50_1"
export IMPL_syn_instance_count=42
export IMPL_critPathTopFamily="buffers and inverters"
export IMPL_num_vias=426
export IMPL_cp_max_fo=4
export IMPL_yosysChipArea_sq_um=300
export IMPL_worstPathRequired_ns=2.16
export IMPL_yosys_cells=42
export IMPL_status="finished clean"
export IMPL_comb_power_share_pct=100.0
export IMPL_grt_pass1_wl_um=2100
export IMPL_wl_met2_um=682
export IMPL_grt_overflow=0
export IMPL_drv_cap=0
export IMPL_wirelength_um=1310
export IMPL_drive_above_1_share_pct=27.1
export IMPL_drt_met1_wl_um=474
export IMPL_antenna_found_initial=0
export IMPL_arrival_ns=2.07
export IMPL_setup_violations=0
export IMPL_layout_area_seq_sq_um=0
export IMPL_top_area_cell="xor2_1"
export IMPL_leakage_nw=0.387
export IMPL_synth_seq_share_pct=0
export IMPL_cell_internal_pwr_mw=0.0590
export IMPL_viasPerCell=3.25
export IMPL_top_area_share_pct=29.2
export IMPL_ys_warnings_count=1
export IMPL_warnings=32
export IMPL_peakVddDrop_uv=15.6
export IMPL_grt_max_degree=9
export IMPL_rows=21
export IMPL_grt_use_total_pct=3.81
export IMPL_io_buffers=31
export IMPL_max_stage_delay_ns=0.48
export IMPL_critPathSlowestCell="clkdlybuf4s50_1"
export IMPL_clock_buffers=0
export IMPL_area_growth_pct=178
export IMPL_dp_slack_ns=-0.220
export IMPL_yosysMostFrequentCell="xor2_1"
export IMPL_crit_buf_inv=3
export IMPL_rsz0062_at_grt="no"
export IMPL_hp_class="input pin to output port"
export IMPL_fin_crit_ns=2.61
export IMPL_yosysUniqueCellTypes=15
export IMPL_drc=0
export IMPL_drt_wirelength_per_cell_um=9.98
export IMPL_endpoint_kind="output port"
export IMPL_cts_hold_buf=0
export IMPL_switchingPower_mw=0.0331
export IMPL_powerDensity_mw_per_mm2=110
export IMPL_gp_congestion=0.712
export IMPL_fp_util_pct=8.79
export IMPL_crit_path_start_kind="input pin"
-- area by class of cell --
class | instances | area, sq um
tap | 46 | 57.6
timing repair buffer | 44 | 414
fill | 370 | 2580
multi-input combinational | 38 | 353
inverter | 3 | 11.3
-- per-layer routing --
layer	vias up	GRT usage (%)
met5	-	0
met4	0	0
met3	0	1.48
met2	12	6.90
met1	183	4.35
li1	231	-
-- power by group through the flow --
stage / Sequential [mW] / Combinational [mW] / Clock, mW
CTS: 0 / 0.0943 / 0
global route: 0 / 0.101 / 0
finish: 0 / 0.0920 / 0
-- per-stage QoR --
step	cell area (sq um)	instances	util, %	setup TNS (ns)
2_1_floorplan	300	42	-	0
3_3_place_gp	751	130	22.0	-1.67
3_5_place_dp	751	130	22.0	-1.76
4_1_cts	800	131	23.4	0
5_1_grt	836	131	24.5	0
6_report	836	131	24.5	0
-- cells in the final DEF (no fill, tap or decap) --
master | Yosys | layout
inv_1 | 3 | 3
dlymetal6s2s_1 | 0 | 5
xnor2_1 | 4 | 4
buf_6 | 0 | 1
nor3_2 | 0 | 3
xor2_1 | 10 | 10
clkdlybuf4s50_1 | 0 | 17
nor4_4 | 0 | 3
nand4_1 | 1 | 1
nand4_4 | 1 | 2
nand2_1 | 3 | 3
nand3_4 | 0 | 1
ha_2 | 0 | 1
nor3_1 | 4 | 1
clkdlybuf4s15_1 | 0 | 1
dlygate4sd2_1 | 0 | 8
nand3_1 | 5 | 4
conb_1 | 1 | 1
nor2_1 | 4 | 4
buf_4 | 1 | 12
-- tightest hold or removal path: stages --
cell,delay (ns)
dlymetal6s2s_1,0.11
buf_4,0.13
xor2_1,0.06
dlymetal6s2s_1,0.13
-- path summary, 6_finish.rpt --
path,startpoint,end,cells past startpoint
max,x[8],y[12],6
min,x[9],y[9],4
-- what timing repair did --
item | CTS | global route
setup buffers | 1 | 0
resized | 17 | 10
setup endpoints to repair | 12 | 5
pin swaps | 7 | 1
-- kinds of logic (layout without fill, tap and decap cells) --
logic type | after synthesis | after routing | share of synthesized area [%]
and+or+nand+nor | 22 | 22 | 47.5
adders and majority gates | 1 | 1 | 4.17
buffers and inverters | 4 | 47 | 6.25
xor gates and xnor gates | 14 | 14 | 40.8
other | 1 | 1 | 1.25
Power and IR drop assume default switching activity.
